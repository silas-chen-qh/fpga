<file path="flow/config.mk">
export PLATFORM = sky130hd
export DESIGN_NAME = key_one
export DESIGN_NICKNAME = key_one
export VERILOG_FILES = /design/flow/design.v
export SDC_FILE = /design/flow/constraint.sdc
export NUM_CORES = 4
export LEC_CHECK = 1
export CORE_AREA = 10 10 87 87
export DIE_AREA = 0 0 97 97
</file>
<file path="flow/run.sh">
#!/bin/bash
# OpenROAD 26Q1-2900-gdf79404cd8, Yosys 0.63+post, stock flow scripts
make -C /OpenROAD-flow-scripts/flow DESIGN_CONFIG=/design/flow/config.mk WORK_HOME=/design/flow/orfs finish
</file>
<file path="flow/constraint.sdc">
current_design key_one

set clk_period 2.9
set clk_io_pct 0.2

create_clock -name clk0 -period $clk_period [get_ports {clk}]

set non_clock_inputs [all_inputs -no_clocks]
set_input_delay [expr $clk_period * $clk_io_pct] -clock clk0 $non_clock_inputs
set_output_delay [expr $clk_period * $clk_io_pct] -clock clk0 [all_outputs]
</file>
<file path="flow/design.v">
module key_one(
    input wire clk,
    input wire rst,
    input wire key_in,
    output reg key_val
);
localparam COUNT_MAX = 20'd500_000;
reg [19:0] counter ;
always@(posedge clk or posedge rst)begin
    if(rst)
        counter <= 0;
    else if(key_in == 1)
        counter <= 0;
    else if(counter == COUNT_MAX )
        counter <= counter;
    else 
        counter <= counter +1;
end
always@(posedge clk or posedge rst)begin
    if(rst)
        key_val <= 1;
    else if(counter ==  COUNT_MAX - 1)begin
            if(key_in == 0)
                key_val <= 0;
            else
                key_val <= 1;
    end
    else 
        key_val <= 1;
end
endmodule
</file>
==> results_dict.tcl <==
# yosys + openroad results
set metrics [dict create \
    power_density_nw_per_um2 402 \
    reg2reg_depth 4 \
    p_leak_nw 0.499 \
    reg2reg_from "counter[6]" \
    synthToLayoutAreaGrowth_pct 14.9 \
    cts_htree_levels 1 \
    setup_viol_count_final 0 \
    path_class "reg2reg" \
    hold_path.class "reg2reg" \
    floorplan.core_util_pct 20.2 \
    slew_violations 0 \
    seq_power_share_pct 57.2 \
    finalClockSkew_ns 0.00787 \
    most_common_cell "dfrtp_1" \
    clk_latency_ns 0.26 \
    yosysChipArea_um2 1140 \
    wirelength_mm 2.11 \
    worst_slew_pin_slew_ns 0.556 \
    crit_end "counter[0]" \
    antenna_found_initial 0 \
    slew_headroom_pct 62.6 \
    top_cells_by_count "dfrtp_1, nor2_1, nand2_1, nand4_1, a21oi_1" \
    path_clk_slew_ns 0.08 \
    required_ns 3.06 \
    internal_power_mw 0.404 \
    yosys_cells 118 \
    syn-mean-instance-area_um2 9.64 \
    netlist_area_um2 1140 \
    gr-usage-all-layers_pct 4.63 \
    postRouteAntennaNets 0 \
    min_period_ns 1.98 \
    ir_worst_vdd_mv 0.243 \
    rsz0062_at_grt "false" \
    chipArea_um2 9410 \
    num_rows 27 \
    cts_sinks 21 \
    cts_root_buf "clkbuf_8" \
    finalHoldViolCount 0 \
    switching_power_mw 0.121 \
    synthDistinctLibCells 36 \
    grt_pass1_wl_mm 3.86 \
    drive_gt1_share_pct 12.9 \
    yosysTopAreaCell "dfrtp_1" \
    rrSetupSlack_ns 0.92 \
    crit_start "counter[6]" \
    ys_seq_share_pct 46.3 \
    status "complete, no violations" \
    start_kind "register" \
    first_global_vias 810 \
    p_sw_share_pct 23.0 \
    timing.fmax_ghz 0.506 \
    postCtsSetupBuffers 0 \
    grt_max_degree 27 \
    dp_hpwl_mm 1.46 \
    cts_resized 0 \
    route.detailed.drc 0 \
    num_vias 842 \
    firstDrtPassIters 4 \
    topCellsByArea "dfrtp_1, nor2_1, nand4_1" \
    fin_tns_setup_ns 0 \
    syn_inst 118 \
    whs_ns 0.572 \
    fp.coreArea_um2 5640 \
    wire_per_inst_um 10.8 \
    p_clk_share_pct 37.3 \
    drt_iter0_markers 48 \
    warnings 26 \
    cts-buffers-inserted 3 \
    io_buffers 3 \
    synth_top_area_share_pct 44.0 \
    hold_buffers 0 \
    n_antenna_cell 0 \
    grt_remaining_overflow 0 \
    clk_path_buf_depth 2 \
    ff_type "dfrtp_1" \
    setup.worst_path.end_class "register" \
    ios 4 \
    p_comb_share_pct 5.5 \
    ys.flops 21 \
    r2r_end "counter[0]" \
    routed_via_density 4.30 \
    cts_tree "built" \
    max_cap_violations 0 \
    die_w_um 97 \
    yosys_warnings 1 \
    gp_congestion 0.831 \
    crit_fanout 8 \
    async_flop_share_pct 100 \
    die_height_um 97 \
    cp.arrival_ns 2.13 \
    finalClockPeriodUsage_pct 68.2 \
    synth-edff-count 0 \
]
[layout by cell type, fill, tap and decap left out, types with 2 or more instances in the layout]
cell type         n
a21oi_1           6
nand3_1           5
nand2b_1          3
buf_4             2
nor4_1            2
ha_1              2
or3_1             3
inv_1             3
nand4_1           8
nor3_1            2
o31ai_1           2
dfrtp_1          20
o21ai_0           4
or4_1             3
nand2_1           8
and3_1            2
mux2_2            2
clkdlybuf4s50_1   3
clkbuf_8          3
xnor2_1           4
nor2b_1           2
xor2_1            5
nor2_1           15
[registers in the layout, summed over array words and instances, names as in the netlist]
signal,count
counter,20
key_val,1
[final cells by class]
| type | count | area, um2 |
|---|---|---|
| clock buffer | 3 | 41.3 |
| clock inverter | 1 | 7.51 |
| fill | 602 | 4340 |
| inverter | 3 | 11.3 |
| multi-input combinational | 91 | 584 |
| sequential | 21 | 527 |
| tap | 72 | 90.1 |
| timing repair buffer | 5 | 45.0 |
[worst min-delay path by stage]
stage	slack, ns	start	to	cells after the start
after CTS	0.57	counter[19]	counter[19]	2
final	0.57	counter[19]	counter[19]	2
after global routing	0.62	counter[19]	counter[19]	2
[through the flow]
stage                     power (mW)  util, %  area (um2)  setup WS (ns)  std cells
final                          0.525     23.2        1310          0.922        196
after global routing           0.550     23.2        1310          0.819        196
after CTS                      0.534     23.2        1310          0.914        196
after detailed placement       0.336     22.3        1260          0.935        192
after global placement         0.336     22.3        1260          0.930        192
after floorplan                0.324        -        1140           1.03        118
[power by group through the flow]
stage         Combinational (mW)  Sequential (mW)  Clock [mW]
CTS                       0.0297            0.301       0.203
global route              0.0336            0.302       0.215
finish                    0.0287            0.301       0.196
[kinds of logic (layout without fill, tap and decap cells)]
family	count (synthesis)	count (layout)	synth area share [%]
muxes	4	4	4.18
adders and majority gates	2	2	2.20
and+or+nand+nor	63	63	31.8
xor gates and xnor gates	9	9	6.93
AOI/OAI and AO/OA	13	13	6.27
buffers and inverters	6	12	2.31
DFF	21	21	46.3
[critical path, cell delays in order (launching register included)]
cell and delay (ns):
dfrtp_1 0.44, or4b_1 0.55, nor4_2 0.32, and3_4 0.26, mux2_4 0.29
[metal layers]
| layer | global-route usage (%) | vias to the layer above | part of all wire (%) |
|---|---|---|---|
| met5 | 0 | - | 0 |
| met4 | 0.564 | 0 | 1.3 |
| met3 | 1.00 | 2 | 4.7 |
| met2 | 7.41 | 11 | 45 |
| met1 | 6.39 | 392 | 49 |
| li1 | - | 437 | - |
Power and IR drop assume default switching activity.
